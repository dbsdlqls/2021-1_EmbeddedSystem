==> /design/flow/design.v <==
`timescale 1ns/1ns
module MEDIAN(Go, A_Addr, A_Data, Out_Addr, Out_Data,
							A_RW, A_EN, Out_RW, Out_EN, Done, Clk, Rst);
	input Go;
	input [(8-1):0] A_Data;
	output reg [(8-1):0] A_Addr;
	output reg [(8-3-1):0] Out_Addr;
	output reg [(8-1):0] Out_Data;
	output reg A_RW, A_EN, Out_RW, Out_EN, Done;
	input Rst, Clk;
	reg [3:0] State;
	reg [(8-1):0] Arr[0: (2**3-1)];
	integer I, J, K, L, M;
	integer Index;
	parameter S0 = 4'b0000, S1 = 4'b0001, S2 = 4'b0010, S3a = 4'b0011, S3 = 4'b0100,
						S4 = 4'b0101, S5 = 4'b0110, S6 = 4'b0111, S7 = 4'b1000, S8 = 4'b1001,
						S9 = 4'b1010, S10 = 4'b1011, S11 = 4'b1100;
	always @(posedge Clk) begin
		if (Rst==1'b1) begin
			A_Addr <= {8{1'b0}};
			Out_Addr <= {(8-3){1'b0}};
			Out_Data <= {8{1'b0}};
			A_RW <= 1'b0; A_EN <= 1'b0; Out_RW <= 1'b0; Out_EN <= 1'b0;
			Done <= 1'b0;
			State <= S0;
			I <= 0; J <= 0; K <= 0; L <= 0; M <= 0;
			for(Index=0;Index<(2**3);Index=Index+1)
				Arr[Index] <= {8{1'b0}};
		end
		else begin
			A_Addr <= {8{1'b0}};
			Out_Addr <= {(8-3){1'b0}};
			Out_Data <= {8{1'b0}};
			A_RW <= 1'b0; A_EN <= 1'b0; Out_RW <= 1'b0; Out_EN <= 1'b0;
			Done <= 1'b0;
			case (State)
				S0: begin
					I <= 0; J <= 0;
					if (Go==1'b1) State <= S1;
					else State <= S0;
				end
				S1: begin
					M <= 0;
					State <= S2;
				end
				S2: begin
					if (M<8) begin
						A_Addr <= I;
						A_RW <= 1'b0;
						A_EN <= 1'b1;
						State <= S3a;
					end
					else State <= S4;
				end
				S3a:
					State <= S3;
				S3: begin
					Arr[M] <= A_Data;
					M <= M + 1;
					I <= I + 1;
					State <= S2;
				end
				S4: begin
					L <= 0;
					State <= S5;
				end
				S5: begin
					K <= L + 1;
					if (L<8) State <= S6;
					else State <= S11;
				end
				S6: begin
					if (K<8) State <= S7;
					else State <= S10;
				end
				S7: begin
					if (Arr[L]>Arr[K]) State <= S8;
					else State <= S9;
				end
				S8: begin
					Arr[L] <= Arr[K];
					Arr[K] <= Arr[L];
					State <= S9;
				end
				S9: begin
					K <= K + 1;
					State <= S6;
				end
				S10: begin
					L <= L + 1;
					State <= S5;
				end
				S11: begin
					Out_Addr <= J;
					Out_Data <= (Arr[(2**3)/2-1]+Arr[(2**3)/2])/2;
					Out_RW <= 1'b1;
					Out_EN <= 1'b1;
					J <= J + 1;
					if (I<2**8) State <= S1;
					else begin
						State <= S0;
						Done <= 1'b1;
					end
				end
			endcase
		end
	end
endmodule
==> /design/flow/run.sh <==
#!/bin/bash
# OpenROAD 26Q1-2900-gdf79404cd8, Yosys 0.63+post, stock flow scripts
make -C /OpenROAD-flow-scripts/flow DESIGN_CONFIG=/design/flow/config.mk WORK_HOME=/design/flow/orfs finish
==> /design/flow/config.mk <==
export PLATFORM = sky130hd
export DESIGN_NAME = MEDIAN
export DESIGN_NICKNAME = MEDIAN
export VERILOG_FILES = /design/flow/design.v
export SDC_FILE = /design/flow/constraint.sdc
export NUM_CORES = 4
export LEC_CHECK = 1
export CORE_UTILIZATION = 50
==> /design/flow/constraint.sdc <==
current_design MEDIAN

set clk_period 5.4
set clk_io_pct 0.2

create_clock -name clk0 -period $clk_period [get_ports {Clk}]

set non_clock_inputs [all_inputs -no_clocks]
set_input_delay [expr $clk_period * $clk_io_pct] -clock clk0 $non_clock_inputs
set_output_delay [expr $clk_period * $clk_io_pct] -clock clk0 [all_outputs]
==> impl_metrics.xml <==
<?xml version="1.0" encoding="UTF-8"?>
<metrics>
  <group name="final_timing">
    <metric name="final.min_clock_period" unit="ps">2940</metric>
    <metric name="final-max-slew-violation-count" unit="">0</metric>
    <metric name="grt_setup_unrepaired" unit="">no</metric>
    <metric name="tightestPinTransition" unit="ps">971</metric>
    <metric name="fin_skew" unit="ps">14.6</metric>
    <metric name="layout_setup_ws" unit="ps">2460</metric>
    <metric name="max_freq" unit="MHz">340</metric>
    <metric name="finalHoldViolations" unit="">0</metric>
    <metric name="share_of_the_clock_period_used_by_the_worst_path" unit="%">54.5</metric>
    <metric name="timing.max_slew.rel_slack" unit="%">35.0</metric>
    <metric name="hold-worst-slack" unit="ps">443</metric>
    <metric name="setup-tns-final" unit="ps">0</metric>
    <metric name="finalSetupViolCount" unit="">0</metric>
  </group>
  <group name="clock_tree">
    <metric name="htreeDepth" unit="">1</metric>
    <metric name="cts_num_sinks" unit="">240</metric>
    <metric name="cts.path.max_buffers" unit="">3</metric>
    <metric name="post_cts.resized_instances" unit="">0</metric>
    <metric name="worst_setup_hold_path_clk_slew" unit="ps">60</metric>
    <metric name="cts_made_buffers" unit="">27</metric>
    <metric name="cts_root_buffer" unit="">sky130_fd_sc_hd__clkbuf_16</metric>
    <metric name="cts_tree" unit="">yes</metric>
    <metric name="cts_hold_repair.buffers" unit="">0</metric>
    <metric name="postCtsSetupRepairBufs" unit="">0</metric>
    <metric name="clk_latency" unit="ps">550</metric>
  </group>
  <group name="cells_and_area">
    <metric name="layout.cell_area.non_filler" unit="µm²">14800</metric>
    <metric name="fill_cells" unit="">2181</metric>
    <metric name="drive_above_1_share" unit="%">10.4</metric>
    <metric name="synthToLayoutAreaGrowth" unit="%">12.7</metric>
  </group>
  <group name="synthesis">
    <metric name="ys_dominant_reg_cell" unit="">sky130_fd_sc_hd__dfxtp_1</metric>
    <metric name="synthesis.area_per_instance" unit="µm²">8.93</metric>
    <metric name="yosys.area.top_type" unit="">sky130_fd_sc_hd__dfxtp_1</metric>
    <metric name="seq_area_frac_synth" unit="%">41.5</metric>
    <metric name="post_synth_most_frequent_cells" unit="">sky130_fd_sc_hd__nand2_1, sky130_fd_sc_hd__dfxtp_1, sky130_fd_sc_hd__nor2_1</metric>
    <metric name="synth_async_sr_flop_share" unit="%">0</metric>
    <metric name="synth_flop_count" unit="">240</metric>
    <metric name="yosys_area" unit="µm²">13100</metric>
    <metric name="synth.distinct_cells" unit="">68</metric>
    <metric name="top_cell" unit="">sky130_fd_sc_hd__nand2_1</metric>
    <metric name="synthDominantCellAreaShare" unit="%">26.8</metric>
    <metric name="yosysWarningCount" unit="">1</metric>
    <metric name="synthCells" unit="">1469</metric>
    <metric name="enable_flop_cells" unit="">64</metric>
    <metric name="yosys-top-cells-area" unit="">sky130_fd_sc_hd__dfxtp_1, sky130_fd_sc_hd__edfxtp_1, sky130_fd_sc_hd__nand2_1, sky130_fd_sc_hd__mux4_2, sky130_fd_sc_hd__o31ai_1</metric>
    <metric name="synth_area" unit="µm²">13100</metric>
    <metric name="yosys_cells" unit="">1469</metric>
  </group>
  <group name="routing">
    <metric name="routed.top_layer" unit="">met4</metric>
    <metric name="detailroute.wirelength.met3" unit="mm">2.91</metric>
    <metric name="routed_wl" unit="mm">35.7</metric>
    <metric name="wl_met1" unit="mm">15.9</metric>
    <metric name="avgRoutedWirePerCell" unit="µm">19.6</metric>
    <metric name="detail_route.antenna_diodes" unit="">0</metric>
    <metric name="detail_route.vias_per_cell" unit="">6.27</metric>
    <metric name="drt_iter0_markers" unit="">936</metric>
    <metric name="route.antenna.remaining_nets" unit="">0</metric>
    <metric name="drtPass1Iterations" unit="">5</metric>
    <metric name="drc" unit="">0</metric>
    <metric name="met2WireLength" unit="mm">15.9</metric>
    <metric name="routed-via-count" unit="">11400</metric>
  </group>
  <group name="worst_setup_path">
    <metric name="worst-setup-path-type" unit="">reg -&gt; reg</metric>
    <metric name="worst_setup_path_start_kind" unit="">flop</metric>
    <metric name="cp_common_cell" unit="">sky130_fd_sc_hd__a21o_1</metric>
    <metric name="slowest_delay" unit="ps">870</metric>
    <metric name="crit_path_cell_trace" unit="">mux4_2 -&gt; mux2_2 -&gt; ha_1 -&gt; a21o_1 -&gt; a21o_1 -&gt; a21oi_1 -&gt; a31o_2</metric>
    <metric name="worst-path-max-fanout" unit="">16</metric>
    <metric name="end_kind" unit="">flop</metric>
    <metric name="critical_path.slowest_cell" unit="">sky130_fd_sc_hd__dfxtp_1</metric>
    <metric name="data_required_critical_path" unit="ps">5880</metric>
    <metric name="worst-r2r-cell-count" unit="">7</metric>
    <metric name="cp_data_arrival_time" unit="ps">3420</metric>
  </group>
  <group name="placement">
    <metric name="io_buffer_count" unit="">35</metric>
    <metric name="place.gp.congestion" unit="">0.918</metric>
    <metric name="detailed_place.area" unit="µm²">13700</metric>
    <metric name="hpwl" unit="mm">24.3</metric>
    <metric name="pre_cts_slack" unit="ps">1940</metric>
  </group>
  <group name="pwr">
    <metric name="post-layout-total-power" unit="mW">4.16</metric>
    <metric name="leakage" unit="nW">5.03</metric>
    <metric name="pwr_density_cell" unit="nW/µm²">281</metric>
    <metric name="irDropWorstVdd" unit="µV">229</metric>
  </group>
  <group name="hold_path">
    <metric name="hold-path-cell-count" unit="">1</metric>
    <metric name="hold_class" unit="">reg -&gt; reg</metric>
  </group>
  <group name="die">
    <metric name="core_util_floorplan" unit="%">51.5</metric>
    <metric name="floorplan.rows" unit="">58</metric>
    <metric name="die_area" unit="µm²">26900</metric>
    <metric name="dieWidth" unit="µm">164</metric>
    <metric name="die_y" unit="µm">164</metric>
    <metric name="core_area" unit="µm²">25500</metric>
    <metric name="io_pins" unit="">37</metric>
  </group>
  <group name="outcome">
    <metric name="status" unit="">complete, no violations</metric>
  </group>
  <group name="grt">
    <metric name="antenna_found_initial" unit="">0</metric>
    <metric name="first_global_vias" unit="">10400</metric>
    <metric name="grt_remaining_overflow" unit="">0</metric>
    <metric name="grt_max_degree" unit="">56</metric>
    <metric name="first_pass_grt_wire_length" unit="mm">57.3</metric>
    <metric name="gr-usage-all-layers" unit="%">28.6</metric>
  </group>
  <group name="run">
    <metric name="cap_violations" unit="">0</metric>
    <metric name="log.warning_count" unit="">25</metric>
  </group>
</metrics>
==> through the flow <==
step           util (%)  std cells
2_1_floorplan         -       1469
3_3_place_gp       54.0       1768
3_5_place_dp       54.0       1768
4_1_cts            58.1       1818
5_1_grt            58.1       1818
6_report           58.1       1818
==> registers in the layout (all words and copies together) (netlist names), named ones only <==
signal / flops
Arr: 64
I: 32
K: 32
L: 32
M: 32
State: 13
A_Addr: 8
Out_Data: 8
J: 5
Out_Addr: 5
A_EN: 1
Done: 1
Out_EN: 1
==> cells by family (layout without fill, tap and decap cells) <==
logic type / count (synthesis) / after routing / share of synthesized area (%)
other cells: 1 / 1 / 0.0286
compound gates: 299 / 299 / 15.3
mux: 80 / 80 / 9.36
buf+inv: 127 / 146 / 3.82
fa+ha+maj: 21 / 21 / 2.06
xor+xnor: 27 / 27 / 1.80
simple gates: 674 / 674 / 26.1
flops: 240 / 240 / 41.5
==> cells in the final DEF, fill, tap and decap left out, drive strengths merged, types with 37 or more instances in the layout <==
master and n:
nand2 194, edfxtp 64, o21ai 44, a21oi 71, o31ai 69, dfxtp 176, nor4 40, nand3 60
nand4 64, nor2 125, nor3 37
==> path summary, 6_finish.rpt <==
kind / from / end / slack [ps]
worst max-delay path: flop / State[5]$_DFF_P_ / 2460
worst min register to register: State[10]$_DFF_P_ / State[2]$_DFF_P_ / 440
worst min-delay path: State[10]$_DFF_P_ / State[2]$_DFF_P_ / 440
worst max register to register: flop / State[5]$_DFF_P_ / 2460
==> critical path: cells and delay by family, from the launching register on <==
family                   cells  cell delay (ps)
AND-OR/OR-AND                4              800
adder cells (fa/ha/maj)      1              340
flip-flops                   1              870
multiplexers                 2              860
==> power by group <==
part           switching (mW)  internal, mW
clock network           0.764          1.37
registers              0.0180          1.86
logic                  0.0979        0.0461
==> layer usage <==
metal	track usage, %	vias up
met2	42.4	404
met5	0	-
met1	43.4	5348
met4	6.36	0
met3	8.14	70
li1	-	5570
==> final cells by class <==
type                            instances  area [µm²]  share of cell area, %
Inverter                               28         105                  0.711
Timing Repair Buffer                   68         596                   4.03
Tap cell                              330         413                   2.79
Clock buffer                           30         707                   4.78
Multi-Input combinational cell       1102        7190                   48.6
Sequential cell                       240        5450                   36.8
Clock inverter                         20         330                   2.23
Power and IR drop assume default switching activity.
